## design/flow/constraint.sdc

```tcl
current_design ALU

set clk_period 13.4
set clk_io_pct 0.2

create_clock -name clk0 -period $clk_period

set non_clock_inputs [all_inputs -no_clocks]
set_input_delay [expr $clk_period * $clk_io_pct] -clock clk0 $non_clock_inputs
set_output_delay [expr $clk_period * $clk_io_pct] -clock clk0 [all_outputs]
```

## design/flow/config.mk

```make
export PLATFORM = sky130hd
export DESIGN_NAME = ALU
export DESIGN_NICKNAME = ALU
export VERILOG_FILES = /design/flow/design.v
export SDC_FILE = /design/flow/constraint.sdc
export NUM_CORES = 4
export LEC_CHECK = 1
export CORE_UTILIZATION = 30
```

## design/flow/design.v

```verilog
module ALU (A, B, sel, Cout, out, overflow, Z, neg);
	output [31:0] out;
	output Cout, overflow, Z, neg;
	input[31:0] A, B;
	input [1:0] sel;
	reg [31:0] tempC, S;
	wire tempOver, sltFlag, sltOn;
	wire S0, S1;
	buf buf0 (S0, sel[0]);
	buf buf1 (S1, sel[1]);
	bit1 b(.A(A[0]), .B(B[0]), .Cin(S0), .S0(S0), .S1(S1), .Cout(tempC[0]), .S(S[0]));
	genvar i;
	generate 	
		for(i = 1; i < 32; i++) begin : eachbit1
			bit1 b(.A(A[i]), .B(B[i]), .Cin(tempC[i-1]), .S0(S0), .S1(S1), .Cout(tempC[i]), .S(S[i]));
		end
	endgenerate
	buf b1(neg, S[31]);
	buf b2(Cout, tempC[31]);
	xor x1(overflow, tempC[30], tempC[31]);
	not n2(sltFlag, Cout);
	zero z1(.S(S),.out(Z));
	and a1 (sltOn, S0, S1);
	mux2_alu mux0 (.out(out[0]), .A(S[0]), .B(sltFlag), .sel(sltOn));
   genvar j;
	generate
		 for(j=1; j<32; j++) begin : eachMux
			mux2_alu m(.out(out[j]), .A(S[j]), .B(1'b0), .sel(sltOn));
	end
 endgenerate
endmodule
module adder (A, B, Cin, Cout,S);
	input A,B,Cin;
	output Cout;
	output S;
	wire temp1, temp2, temp3, temp4, temp5;
	xor s1 (temp1, A, B);
	xor s2 (S, temp1, Cin);
	and a1 (temp2, A, B);
	and a2 (temp3, B, Cin);
	and a3 (temp4, A, Cin);
	or or1 (temp5, temp2, temp3);
	or or2 (Cout, temp5, temp4);
endmodule
module bit1 (A, B, Cin, S0, S1, Cout, S);
	input A,B,Cin,S0,S1;
	output Cout,S;
	wire notB, out1, out2, out3;
	reg [1:0] sel;
	buf (sel[0], S0);
	buf (sel[1], S1);
	nor x1 (out3, A, B);
	not n (notB, B);
	mux2_alu m(.out(out1), .A(B), .B(notB), .sel(S0));
	adder add1 (.A(A), .B(out1), .Cin(Cin), .Cout(Cout), .S(out2));
	mux4_alu m1 (.out(S), .A(out2),.B(out2),.C(out3),.D(out2), .sel(sel));
endmodule
module mux2_alu(out, A,B, sel);
 output out;
 input A,B,sel;
 wire[1:0] m;
 not (nsel, sel);
  and (m[0], B, sel);
  and (m[1], A, nsel);
  or (out, m[0],m[1]);
endmodule
module mux4_alu(out, A,B,C,D, sel);
 output out;
 input A,B,C,D;
 input [0:1] sel;
 wire [1:0] v;
 mux2_alu m0 (v[0], A,C, sel[0]);
 mux2_alu m1(v[1], B,D, sel[0]);
 mux2_alu m(out, v[0],v[1], sel[1]);
endmodule
module zero (S, out);
	input [0:31] S;
	output out;
	wire [0:7] x;
	wire [1:0] y;
	nor (x[0], S[0], S[1], S[2], S[3]);
	nor (x[1], S[4], S[5], S[6], S[7]);
	nor (x[2], S[8], S[9], S[10], S[11]);
	nor (x[3], S[12], S[13], S[14], S[15]);
	nor (x[4], S[16], S[17], S[18], S[19]);
	nor (x[5], S[20], S[21], S[22], S[23]);
	nor (x[6], S[24], S[25], S[26], S[27]);
	nor (x[7], S[28], S[29], S[30], S[31]);
	and (y[0], x[0], x[1], x[2], x[3]);
	and (y[1], x[4], x[5], x[6], x[7]);
	and (out, y[0], y[1]);
endmodule 
module zero_testbench();
	reg [31:0] S;
	wire out;
	zero dut (.S,.out);
	initial begin
		for(int i=0; i<600; i++) begin
			{S} = i; #10;
		end
	end
endmodule 
module adder32(A, B, Cin, Cout, out);
	input [31:0] A, B;
	input Cin;
	output [31:0] out;
	wire [31:0] tempC;
	output Cout;
	adder add1(.A(A[0]), .B(B[0]), .Cin(Cin), .Cout(tempC[0]), .S(out[0]));
	genvar i;
	generate 	
		for(i = 1; i < 32; i++) begin : eachbit
			adder add(.A(A[i]), .B(B[i]), .Cin(tempC[i-1]), .Cout(tempC[i]), .S(out[i]));
		end
	endgenerate
endmodule
module ALU_testbench();
	parameter ClockDelay = 100000;
	reg [31:0] A, B;
	reg [1:0] sel;
	wire [31:0] out;
	wire Z, overflow, Cout, neg;
	integer i;
	ALU alu1(.A, .B, .sel, .Cout, .out, .overflow, .Z, .neg);
	initial begin
		sel=00; 
		A=32'h00000DEF; B=32'h00000ABC; #(ClockDelay);  
		A=32'h00001234; B=32'h00000105; #(ClockDelay);  
		A=32'h7FFFFFFF; B=32'h00000001; #(ClockDelay);  
		sel=10; 
		A=32'h00000DEF; B=32'h00000ABC; #(ClockDelay);
		A=32'h00001234; B=32'h00000105; #(ClockDelay); 
		A=32'h7FFFFFFF; B=32'h00000001; #(ClockDelay); 
		sel=01; 
		A=32'h00000DEF; B=32'h00000ABC; #(ClockDelay);  
		A=32'h00001234; B=32'h00000105; #(ClockDelay);  
		A=32'h80000000; B=32'h00000001; #(ClockDelay);  
		A=32'h00000035; B=32'h000000B5; #(ClockDelay);  
		A=32'h000000B5; B=32'h00000035; #(ClockDelay);  
		sel=11;
		A=32'h80000000; B=32'h00000001; #(ClockDelay);  
		A=32'h7FFFFFFF; B=32'h00000001; #(ClockDelay);  
		A=32'h00000000; B=32'h00000001; #(ClockDelay);  
		A=32'h00000001; B=32'h00000000; #(ClockDelay);  
		A=32'h00000AAA; B=32'h00000BBB; #(ClockDelay);
		A=32'h00000AAA; B=32'h00000AAA; #(ClockDelay);
		A=32'h00000CCC; B=32'h00000BBB; #(ClockDelay);
		A=32'h00000DEF; B=32'h00000ABC; #(ClockDelay); 
		A=32'h00001234; B=32'h00000105; #(ClockDelay); 
		A=32'hF0030020; B=32'h00050001; #(ClockDelay);  
		A=32'h7FFFFFFF; B=32'h80000000; #(ClockDelay);  
		A=32'h80000000; B=32'h7FFFFFFF; #(ClockDelay);  
		A=32'h00000000; B=32'h7FFFFFFF; #(ClockDelay);  
		A=32'h7FFFFFFF; B=32'h00000000; #(ClockDelay);  
		A=32'h00000000; B=32'h80000000; #(ClockDelay);  
		A=32'h80000000; B=32'h00000000; #(ClockDelay);  
		A=32'h80000000; B=32'h00000001; #(ClockDelay);  
		A=32'h00000000; B=32'h80000000; #(ClockDelay);  
		A=32'h00000001; B=32'h80000000; #(ClockDelay);  
		A=32'h80000000; B=32'h80000000; #(ClockDelay);  
		A=32'h80000000; B=32'h7FFFFFFF; #(ClockDelay);  
		A=32'h7FFFFFFF; B=32'h80000000; #(ClockDelay);  
		A=32'h7FFFFFFF; B=32'h7FFFFFFF; #(ClockDelay);  
		A=32'h00000001; B=32'h00000001; #(ClockDelay);  
		A=32'h000027FA; B=32'h0000F7E7; #(ClockDelay);
		A=32'h00030020; B=32'h00050001; #(ClockDelay);
	end
endmodule
```

## design/flow/run.sh

```bash
#!/bin/bash
# OpenROAD 26Q1-2900-gdf79404cd8, Yosys 0.63+post, stock flow scripts
make -C /OpenROAD-flow-scripts/flow DESIGN_CONFIG=/design/flow/config.mk WORK_HOME=/design/flow/orfs finish
```

==> impl_metrics.json <==
{
  "rsz0062_at_grt": "yes",
  "drv_cap": 0,
  "dp.cells": 397,
  "failed_checks": "setup timing",
  "io_buffers": 102,
  "ioPinCount": 102,
  "num_vias": 1976,
  "grt_pass1_vias": 1984,
  "drtAntennaViolNets": 0,
  "finalWirelength_um": 6209,
  "track_usage_pct": 19.45,
  "flop_area_um2": 0,
  "synth_cell_type_count": 29,
  "crit_arrival_ps": 14670,
  "critical_path_class": "in -> out",
  "final_common_cell": "clkdlybuf4s50_1",
  "grt-ovfl-total": 0,
  "startpoint_type": "primary input",
  "leakagePower_nw": 1.323,
  "slew_headroom_pct": 67.49,
  "syn_to_final_growth_pct": 71.99,
  "dieArea_um2": 6696,
  "hold_viol": 0,
  "critical_path.top_delay_family": "adder cells",
  "grt_pass1_wl_um": 9618,
  "synth_seq_share_pct": 0,
  "critical_path_required_ps": 10720,
  "drt_first_pass_iters": 4,
  "yosys_cells": 220,
  "fp_util_pct": 31.73,
  "cp_slowest_stage_delay_ps": 440,
  "largest_area_cell": "fa_1",
  "drt-met1-wl_um": 2967,
  "cp-end-kind": "output pin",
  "die_y_um": 81.83,
  "avgViaCountPerCell": 4.903,
  "rows": 28,
  "dieWidth_um": 81.83,
  "openroad.warnings": 35,
  "power_density_nw_per_um2": 65.37,
  "fin_ws_ps": -3947,
  "grt_max_degree": 36,
  "power_uw": 214.9,
  "min_path_type": "in -> out",
  "period_needed_ps": 17350,
  "gp_congestion": 0.8964,
  "cts_hold_buf": 0,
  "yosysTopAreaCellShare_pct": 32.46,
  "setup_tns_ps": -38770,
  "drtIter0Drc": 83,
  "wl_met2_um": 2813,
  "critPathSlowestCell": "fa_2",
  "path_max_fanout": 2,
  "holdWs_ps": 5807,
  "path_common_cell": "fa_2",
  "outcome": "finished, violations left",
  "dr_wl_met3_um": 390,
  "slew_violations": 0,
  "synth_cells": 220,
  "fin_util_pct": 54.57,
  "max_freq_mhz": 57.65,
  "ir_drop_mv": 0.03141,
  "lay_top_cells": "clkdlybuf4s50_1, buf_4, xor2_1, fa_2, buf_6",
  "yosysWarningCount": 3,
  "wl_per_cell_um": 15.41,
  "synth.area.top_cells": "fa_1, xor2_1, o32ai_1",
  "critPathLaunch": "B[0]",
  "synth_chip_area_um2": 1912,
  "min-delay-start": "B[0]",
  "coreArea_um2": 6026,
  "nClkBuffers": 0,
  "finalSetupViolCount": 16,
  "drc": 0,
  "antenna_cells": 0,
  "dpl.hpwl_um": 5114,
  "timing.final.crit_share_pct": 129.5,
  "syn_avg_cell_area_um2": 8.690,
  "worst_pin_slew_ps": 487.3,
  "flops": 0,
  "routed.top_layer": "met4",
  "drive_gt1_share_pct": 41.16,
  "path_buffers": 3,
  "layout.cells.non_filler": 403,
  "antenna_found_initial": 0,
  "netlist_area_um2": 1912
}
## Yosys cell counts (all sizes together) (3+ instances only)
cell    instances
o32ai          30
o22ai          14
nor3            4
nor2           10
fa             31
buf            38
nor4            5
inv            31
nand4           3
clkbuf          6
xor2           31
## path summary, 6_finish.rpt
kind  endpoint  slack [ps]  depth (start not counted)
max          Z       -3950                         39
min          Z        5810                          5
## worst min-delay path: cells and delay by family
family | cells | cell delay [ps]
buffers and inverters | 3 | 330
and+or+nand+nor | 1 | 60
AOI/OAI and AO/OA | 1 | 50
## power by group
part | internal (mW) | switching, mW | total [mW]
clock network | 0 | 0 | 0
registers | 0 | 0 | 0
logic | 0.130 | 0.0850 | 0.215
## stage by stage
| step | worst slack (ps) | instance area, um2 |
|---|---|---|
| after CTS | -3932 | 3238 |
| final | -3947 | 3288 |
| after detailed placement | -4753 | 3139 |
| after floorplan | -3494 | 2023 |
| after global routing | -4264 | 3288 |
| after global placement | -4623 | 3139 |
## final cells by class
class              count  area (um2)
fillers              523        2738
multi-input cells    145        1698
repair buffers       152        1380
inverters             31       116.4
well taps             75       93.84
## metal layers
metal  global-route usage [%]  vias to the layer above
met3                    1.691                        2
met4                    2.807                        0
met5                        0                        -
met1                    31.20                      932
li1                         -                      967
met2                    29.50                       75
## timing repair
action / 4_1_cts / 5_1_grt
gates resized: 102 / 21
endpoints found under the setup margin: 18 / 17
gates cloned: 0 / 0
hold endpoints to repair: 0 / 0
pin swaps: 4 / 0
setup buffers: 8 / 5
## kinds of logic (layout without fill, tap and decap cells)
logic type	after synthesis	count (layout)	synth area share (%)
simple gates	28	28	8.181
xor+xnor	33	33	15.12
compound gates	51	51	21.07
buf+inv	75	183	22.05
mux	2	2	1.113
fa+ha+maj	31	31	32.46
Power is estimated from default activity; no workload was simulated.
